## /design/flow/config.mk

```make
export PLATFORM = sky130hd
export DESIGN_NAME = pattern_gen
export DESIGN_NICKNAME = pattern_gen
export VERILOG_FILES = /design/flow/design.v
export SDC_FILE = /design/flow/constraint.sdc
export NUM_CORES = 4
export LEC_CHECK = 1
export CORE_UTILIZATION = 50
```

## /design/flow/constraint.sdc

```tcl
current_design pattern_gen

set clk_period 6.4
set clk_io_pct 0.2

create_clock -name clk0 -period $clk_period [get_ports {clk}]

set non_clock_inputs [all_inputs -no_clocks]
set_input_delay [expr $clk_period * $clk_io_pct] -clock clk0 $non_clock_inputs
set_output_delay [expr $clk_period * $clk_io_pct] -clock clk0 [all_outputs]
```

## /design/flow/design.v

```verilog
module pattern_gen(
    input  logic        clk,
    input  logic        rst_n,
    input  logic        enable_pat_gen,
    input  logic [12:0] end_address_pat_gen,
    input  logic  [1:0] num_gpio_sel_pat_gen,  
    input  logic  [2:0] timestep_sel_pat_gen,
    input  logic  [3:0] stage1_count_sel_pat_gen,
    input  logic        repeat_enable_pat_gen,
    output logic        pattern_active,
    output logic        pattern_done,
    output logic  [7:0] gpio_pat_gen_out,
    input  logic  [7:0] bram_read_data,
    output logic [12:0] bram_addr
    );
    logic        reached_final_address;
    logic        reached_final_bit_count;
    logic        enable_pat_gen_delay;
    logic        enable_pat_gen_rise_edge;
    logic [12:0] current_address;
    logic  [2:0] bit_count;
    logic [25:0] timestep_counter;
    logic [25:0] final_timestep_count;
    logic        reached_final_timestep_count;
    logic        timestep_change;
    logic        timestep_change_delay;
    logic  [7:0] gpio_mask;
    logic  [7:0] gpio_pat_gen_comb;
    logic        enable_bit_counter;
    logic        pattern_active_hold;
    logic        reached_final_stage1_count;
    logic  [3:0] stage1_counter;
    logic  [3:0] final_stage1_count;
    assign reached_final_address = (current_address == end_address_pat_gen);
    assign reached_final_bit_count  = ((num_gpio_sel_pat_gen ==  2'b00) && (bit_count == 3'd7)) ||
                                      ((num_gpio_sel_pat_gen ==  2'b01) && (bit_count == 3'd6)) ||
                                      ((num_gpio_sel_pat_gen ==  2'b10) && (bit_count == 3'd4)) ||
                                      ((num_gpio_sel_pat_gen ==  2'b11) && (bit_count == 3'd0));
    always_ff @(posedge clk, negedge rst_n)
      if (~rst_n) enable_pat_gen_delay <= 1'b0;
      else        enable_pat_gen_delay <= enable_pat_gen;
    assign enable_pat_gen_rise_edge = (enable_pat_gen && (!enable_pat_gen_delay));
    always_ff @(posedge clk, negedge rst_n)
      if (~rst_n)                                                                                                      pattern_active <= 1'b0;
      else if (!enable_pat_gen && (!repeat_enable_pat_gen))                                                            pattern_active <= 1'b0;
      else if (repeat_enable_pat_gen || enable_pat_gen_rise_edge)                                                      pattern_active <= 1'b1;
      else if (reached_final_address && reached_final_bit_count && reached_final_timestep_count && enable_bit_counter) pattern_active <= 1'b0;
   always_ff @(posedge clk, negedge rst_n)
     if (~rst_n) pattern_active_hold <= 1'b0;
     else        pattern_active_hold <= pattern_active;
   always_ff @(posedge clk, negedge rst_n)
     if (~rst_n)                                           pattern_done <= 1'b0;
     else if (!enable_pat_gen && (!repeat_enable_pat_gen)) pattern_done <= 1'b0;
     else if (!pattern_active && pattern_active_hold)      pattern_done <= 1'b1;
    always_ff @(posedge clk, negedge rst_n)
      if (~rst_n)                                                                                                          current_address <= '0;
      else if ((!enable_pat_gen && (!repeat_enable_pat_gen)) || (!enable_bit_counter))                                     current_address <= '0;
      else if (!reached_final_address && reached_final_bit_count && reached_final_timestep_count)                          current_address <= current_address + 1;
      else if ( reached_final_address && reached_final_bit_count && reached_final_timestep_count && repeat_enable_pat_gen) current_address <= '0;
    assign bram_addr = current_address;
    always_ff @(posedge clk, negedge rst_n)
      if (~rst_n)                                                                  enable_bit_counter <= 1'b0;
      else if ((!enable_pat_gen && (!repeat_enable_pat_gen)) || (!pattern_active)) enable_bit_counter <= 1'b0;
      else if (pattern_active && reached_final_timestep_count)                     enable_bit_counter <= 1'b1;
    always_ff @(posedge clk, negedge rst_n)
      if (~rst_n)                                                                                                               bit_count <= '0;
      else if ((!enable_pat_gen && (!repeat_enable_pat_gen)) || (!enable_bit_counter))                                          bit_count <= '0;
      else if (!reached_final_bit_count && reached_final_timestep_count && (num_gpio_sel_pat_gen == 2'b00))                     bit_count <= bit_count + 1;
      else if (!reached_final_bit_count && reached_final_timestep_count && (num_gpio_sel_pat_gen == 2'b01))                     bit_count <= bit_count + 2;
      else if (!reached_final_bit_count && reached_final_timestep_count && (num_gpio_sel_pat_gen == 2'b10))                     bit_count <= bit_count + 4;
      else if ( reached_final_bit_count && reached_final_timestep_count && ((!reached_final_address) || repeat_enable_pat_gen)) bit_count <= '0;
    always_comb
        if (stage1_count_sel_pat_gen >= 3'd2) final_stage1_count = stage1_count_sel_pat_gen - 3'd1;
        else if (timestep_sel_pat_gen == '0)  final_stage1_count = 3'd1;  
        else                                  final_stage1_count = 3'd0;
    assign reached_final_stage1_count = (stage1_counter == final_stage1_count);
    always_ff @(posedge clk, negedge rst_n)
      if (~rst_n)                                                                  stage1_counter <= '0;
      else if ((!enable_pat_gen && (!repeat_enable_pat_gen)) || (!pattern_active)) stage1_counter <= '0;
      else if (!reached_final_stage1_count)                                        stage1_counter <= stage1_counter + 1;
      else if ( reached_final_stage1_count)                                        stage1_counter <= '0;
    always_comb
      case(timestep_sel_pat_gen)
        3'd0:    final_timestep_count = 'd0;
        3'd1:    final_timestep_count = 'd10       - 1;
        3'd2:    final_timestep_count = 'd100      - 1;
        3'd3:    final_timestep_count = 'd1000     - 1;  
        3'd4:    final_timestep_count = 'd10000    - 1;
        3'd5:    final_timestep_count = 'd100000   - 1;
        3'd6:    final_timestep_count = 'd1000000  - 1;  
        3'd7:    final_timestep_count = 'd10000000 - 1;  
        default: final_timestep_count = 'd10000000 - 1;
      endcase
    assign reached_final_timestep_count = (timestep_counter == final_timestep_count) && reached_final_stage1_count;
    always_ff @(posedge clk, negedge rst_n)
      if (~rst_n)                                                                                           timestep_counter <= '0;
      else if ((!enable_pat_gen && (!repeat_enable_pat_gen)) || (!pattern_active))                          timestep_counter <= '0;
      else if (!reached_final_timestep_count && (timestep_sel_pat_gen != '0) && reached_final_stage1_count) timestep_counter <= timestep_counter + 1;
      else if ( reached_final_timestep_count)                                                               timestep_counter <= '0;
    always_ff @(posedge clk, negedge rst_n)
      if (~rst_n)                            timestep_change <= 1'b0;
      else if (reached_final_timestep_count) timestep_change <= 1'b1;
      else                                   timestep_change <= 1'b0;
    always_ff @(posedge clk, negedge rst_n)
      if (~rst_n) timestep_change_delay <= 1'b0;
      else        timestep_change_delay <= timestep_change && pattern_active;
    always_comb
      case(num_gpio_sel_pat_gen)
        2'b00: gpio_mask = 8'b0000_0001;
        2'b01: gpio_mask = 8'b0000_0011;
        2'b10: gpio_mask = 8'b0000_1111;
        2'b11: gpio_mask = 8'b1111_1111;
      endcase
    assign gpio_pat_gen_comb = {bram_read_data[bit_count],bram_read_data[1-bit_count],bram_read_data[2-bit_count],bram_read_data[3-bit_count],
                                bram_read_data[4-bit_count],bram_read_data[5-bit_count],bram_read_data[6-bit_count],bram_read_data[7-bit_count]};
    always_ff @(posedge clk, negedge rst_n)
      if (~rst_n)                                           gpio_pat_gen_out <= 8'b0000_0000;
      else if (!enable_pat_gen && (!repeat_enable_pat_gen)) gpio_pat_gen_out <= 8'b0000_0000;
      else if (timestep_change_delay)                       gpio_pat_gen_out <= gpio_pat_gen_comb & gpio_mask;
endmodule
```

## /design/flow/run.sh

```bash
#!/bin/bash
# OpenROAD 26Q1-2900-gdf79404cd8, Yosys 0.63+post, stock flow scripts
make -C /OpenROAD-flow-scripts/flow DESIGN_CONFIG=/design/flow/config.mk WORK_HOME=/design/flow/orfs finish
```

==> results_slide.txt <==
Flow Results at a Glance

Run status
  • Result of the run: completed

Synth
  • Mapped Cells: 538
  • Post-synthesis chip area from yosys: 0.00466 sq mm
  • Sequential element share of the synthesized area: 32.7%
  • Yosys cell count: 538
  • Mapped cell area: 0.00466 sq mm
  • Number of flops mapped to enable cells by yosys: 0
  • Count of different cell masters after synthesis: 58
  • Count of state elements after synthesis: 61
  • Count of synthesis-stage warnings from yosys: 1
  • Async SR Flop Fraction: 100%
  • Post-synth top flop: sky130_fd_sc_hd__dfrtp_1
  • Mean cell area of the mapped netlist: 8.67 sq um

Clock tree
  • TritonCTS Buffers: 9
  • Clock root buffer: sky130_fd_sc_hd__clkbuf_8
  • Buffer count from post-CTS setup fixing: 0
  • Number of gates given a new drive strength after cts: 0
  • CTS tree: yes
  • Clock slew seen by the registers of the worst setup and hold paths: 70 ps
  • Clk sinks: 61
  • Clock latency at the later pin of the worst-skew pair: 340 ps
  • Maximum level of the CTS H-tree: 3
  • Worst-case clock buffer depth: 2
  • Post-CTS Hold Buffers: 0

Critical path
  • Startpoint types: input pin
  • Slowest cell delay on critical path: 720 ps
  • CP cell instances: clkdlybuf4s50_1, inv_1, ha_1, nor2b_1, mux2i_1, xnor2_1, or3_1, or4b_2, a21oi_1
  • Slowest cell on the critical path: sky130_fd_sc_hd__or4b_2
  • Crit Path Class: in -> reg
  • Critical R2R Launch: timestep_counter[2]
  • Critical path endpoint category: register
  • R2r endpoint: current_address[8]
  • Largest delay contributor family on the critical path: simple AND/OR/NAND/NOR gates
  • Reg-to-reg slack, setup: 3190 ps
  • Biggest fanout along the worst timing path: 19
  • Depth of the worst register-to-register path: 7
  • Data required time at the worst endpoint: 6650 ps
  • Number of buffers and inverters on the critical path: 2
  • Crit path DAT: 4810 ps

Pwr
  • Leakage power figure: 2.10 nW
  • Final Power: 1.02 mW
  • Total power divided by cell area: 185 mW/mm^2
  • Max rail drop VDD: 0.125 mV

Placed design
  • Worst slack, placed: 1570 ps
  • Routability congestion estimate: 0.927
  • HPWL reported at the end of detailed placement: 8450 um
  • Total placed instance area: 0.00529 sq mm
  • Port bufs: 56

Hold path
  • Worst hold path depth: 1
  • Startpoint of the worst hold path: timestep_change
  • Terminating pin of the worst hold path: timestep_change_delay
  • Type of the most critical hold path: reg -> reg

Global route
  • Number of antenna violations at the first check in global routing: 0
  • Via count of the first global-routing pass: 4165
  • Pin count of the biggest net entering global routing: 55
  • All-layer global routing usage: 27.2%
  • Overflow left after global routing: 0
  • Global-route wire length before repair: 20800 um

Job
  • Number of warning messages in the logs: 40
  • Max Cap Viol: 0

Final layout
  • Top Layout Cells: sky130_fd_sc_hd__dfrtp_1 (61), sky130_fd_sc_hd__clkdlybuf4s50_1 (55), sky130_fd_sc_hd__nor2_1 (41)
  • Layout cell share with drive strength beyond 1: 7.48%
  • Final design instance area without fill: 0.00553 sq mm
  • Area growth from synthesis to layout: 18.6%
  • Commonest non-fill, non-tap cell in the layout: sky130_fd_sc_hd__dfrtp_1

Route
  • Antenna fix cells: 0
  • DRC violations left: 0
  • Final ANT Viol Nets: 0
  • Via density per instance: 6.07
  • DRC violation total after the first TritonRoute iteration: 156
  • TritonRoute pass-1 iters: 4
  • Detailed-route wire length: 11900 um
  • Average wire per standard cell: 17.1 um
  • Total via count after detailed routing: 4228

Die
  • Total die size: 0.00971 sq mm
  • Count of standard-cell rows: 34
  • Die outline width: 98.6 um
  • Core region area: 0.00889 sq mm
  • Core Util at FP: 52.4%
  • Die height: 98.6 um
  • Io pins: 57

Final timing
  • Worst-margin pin slew: 793 ps
  • Final setup viols: 0
  • Worst max-slew margin expressed relative to the limit: 46.7%
  • Final Skew: 10.6 ps
  • Setup WS post-layout: 1850 ps
  • Worst Hold Slack: 475 ps
  • Final hold vios: 0
  • Maximum clock rate: 220 MHz
  • Total negative slack: 0 ps
  • Period utilisation layout: 71.1%
  • Crit path time final: 4550 ps
  • Final Max Slew Viols: 0
  • Setup repair after global routing missed its margin: false
[worst max-delay path by stage]
stage                          end                     from  depth (start not counted)
CTS           timestep_counter[13]  timestep_sel_pat_gen[1]                          9
global route  timestep_counter[23]  timestep_sel_pat_gen[1]                         10
finish        timestep_counter[13]  timestep_sel_pat_gen[1]                          9
[final cells by class]
| type | instances | area, sq um |
|---|---|---|
| clock inverters | 7 | 114 |
| fillers | 757 | 3360 |
| inverters | 39 | 146 |
| flip-flops and latches | 61 | 1530 |
| clock buffers | 9 | 124 |
| well taps | 108 | 135 |
| multi-input cells | 406 | 2850 |
| repair buffers | 66 | 631 |
[registers in the layout, indices dropped and copies added, names as in the netlist]
name and cells:
current_address 13, timestep_change 1, enable_bit_counter 1, gpio_pat_gen_out 8
timestep_change_delay 1, pattern_active 1, stage1_counter 4, pattern_done 1
enable_pat_gen_delay 1, timestep_counter 26, pattern_active_hold 1, bit_count 3
[where the power goes]
part | total (mW) | switching, mW | leakage (nW) | internal, mW
Clock | 0.423 | 0.166 | 0.123 | 0.257
Combinational | 0.176 | 0.104 | 1.14 | 0.0724
Sequential | 0.422 | 0.0232 | 0.837 | 0.399
Total | 1.02 | 0.293 | 2.10 | 0.728
[Yosys cell counts, drive strengths merged, types with 15 or more instances]
cell    instances  area, sq um
clkbuf         24         90.1
dfrtp          61         1530
ha             23          288
inv            39          146
mux2i          15          150
nand2          40          150
nand3          31          155
nand4          24          150
nor2           41          154
nor4           17          106
o21ai          18         93.8
xnor2          33          289
[per-stage QoR]
step           utilization, %  instances
6_report                 62.2        696
5_1_grt                  62.2        696
4_1_cts                  62.2        696
3_5_place_dp             59.5        680
3_3_place_gp             59.5        680
2_1_floorplan               -        538
[kinds of logic (layout without fill, tap and decap cells)]
group / after synthesis / after routing / share of synthesized area [%]
adder cells (fa/ha/maj): 23 / 23 / 6.17
multiplexers: 24 / 24 / 7.09
AND/OR/NAND/NOR: 219 / 219 / 24.7
buffers and inverters: 71 / 121 / 6.07
XOR/XNOR: 37 / 37 / 6.95
AND-OR/OR-AND: 103 / 103 / 16.2
flip-flops: 61 / 61 / 32.7
[layer usage]
layer,GRT usage [%],vias to the layer above,wire length [um]
met3,3.39,22,444
met5,0,-,0
met2,42.3,94,5530
li1,-,2094,-
met1,42.2,2018,5610
met4,6.54,0,310
Power is estimated from default activity; no workload was simulated.
