==> /design/flow/constraint.sdc <==
current_design scarf_2_edge_counters

set clk_period 8.6
set clk_io_pct 0.2

create_clock -name clk0 -period $clk_period [get_ports {clk}]

set non_clock_inputs [all_inputs -no_clocks]
set_input_delay [expr $clk_period * $clk_io_pct] -clock clk0 $non_clock_inputs
set_output_delay [expr $clk_period * $clk_io_pct] -clock clk0 [all_outputs]
==> /design/flow/run.sh <==
#!/bin/bash
# OpenROAD 26Q1-2900-gdf79404cd8, Yosys 0.63+post, stock flow scripts
make -C /OpenROAD-flow-scripts/flow DESIGN_CONFIG=/design/flow/config.mk WORK_HOME=/design/flow/orfs finish
==> /design/flow/config.mk <==
export PLATFORM = sky130hd
export DESIGN_NAME = scarf_2_edge_counters
export DESIGN_NICKNAME = scarf_2_edge_counters
export VERILOG_FILES = /design/flow/design.v
export SDC_FILE = /design/flow/constraint.sdc
export NUM_CORES = 4
export LEC_CHECK = 1
export CORE_UTILIZATION = 40
==> /design/flow/design.v <==
module edge_counter
  ( input  logic	    clk,
    input  logic	    rst_n,
    input  logic	    gpio_in,
    input  logic        enable,
    input  logic        trig_enable,
    input  logic	    trig_in,
    output logic	    trig_out,
    input  logic	    cfg_trig_out,
    input  logic	    cfg_in_inv,
    output logic [31:0] d1_count,
    output logic [31:0] d2_count,
    output logic [31:0] d3_count
    );
  logic gpio_in_pol_sync;
  logic gpio_in_pol;
  logic trig_done;
  logic non_trig_done;
  logic d1_count_done;
  logic d1_count_done_hold;
  logic d2_count_done;
  logic d2_count_done_hold;
  logic d3_count_done;
  logic d3_count_done_hold;
  logic pos_edge_trig_out;
  logic neg_edge_trig_out;
  logic trig_out_hold;
  assign gpio_in_pol = (cfg_in_inv) ? ~gpio_in : gpio_in;
  synchronizer u_synchronizer_gpio_in
    ( .clk      (clk),
      .rst_n    (rst_n),
      .data_in  (gpio_in_pol),
      .data_out (gpio_in_pol_sync)
     );
  assign trig_done     =   trig_enable  &&   gpio_in_pol_sync;
  assign non_trig_done = (!trig_enable) && (!gpio_in_pol_sync);
  assign d1_count_done = (d1_count != 32'd0) && (trig_done || non_trig_done);
  always_ff @(posedge clk, negedge rst_n)
    if (~rst_n)             d1_count_done_hold <= 1'b0;
    else if (!enable)       d1_count_done_hold <= 1'b0;
    else if (d1_count_done) d1_count_done_hold <= 1'b1;
  always_ff @(posedge clk, negedge rst_n)
    if (~rst_n)                                                                     d1_count <= 32'd0;
    else if (!enable)                                                               d1_count <= 32'd0;
    else if ((d1_count == '1) || d1_count_done || d1_count_done_hold)               d1_count <= d1_count;
    else if ((d1_count == 32'd0) && ((trig_in && trig_enable) || gpio_in_pol_sync)) d1_count <= 32'd1;
    else if ((d1_count != 32'd0) &&   trig_enable  && (!gpio_in_pol_sync))          d1_count <= d1_count + 32'd1;
    else if ((d1_count != 32'd0) && (!trig_enable) &&   gpio_in_pol_sync)           d1_count <= d1_count + 32'd1;
  assign d2_count_done = (d2_count != 32'd0) && ((trig_enable && (!gpio_in_pol_sync)) || ((!trig_enable) && gpio_in_pol_sync));
  always_ff @(posedge clk, negedge rst_n)
    if (~rst_n)             d2_count_done_hold <= 1'b0;
    else if (!enable)       d2_count_done_hold <= 1'b0;
    else if (d2_count_done) d2_count_done_hold <= 1'b1;
  always_ff @(posedge clk, negedge rst_n)
    if (~rst_n)                                                            d2_count <= 32'd0;
    else if (!enable)                                                      d2_count <= 32'd0;
    else if ((d2_count == '1) || d2_count_done || d2_count_done_hold)      d2_count <= d2_count;
    else if ((d2_count == 32'd0) && d1_count_done)                         d2_count <= 32'd1;
    else if ((d2_count != 32'd0) &&   trig_enable  &&   gpio_in_pol_sync)  d2_count <= d2_count + 32'd1;
    else if ((d2_count != 32'd0) && (!trig_enable) && (!gpio_in_pol_sync)) d2_count <= d2_count + 32'd1;
  assign d3_count_done = (d3_count != 32'd0) && ((trig_enable && gpio_in_pol_sync) || ((~trig_enable) && (~gpio_in_pol_sync)));
  always_ff @(posedge clk, negedge rst_n)
    if (~rst_n)             d3_count_done_hold <= 1'b0;
    else if (!enable)       d3_count_done_hold <= 1'b0;
    else if (d3_count_done) d3_count_done_hold <= 1'b1;
  always_ff @(posedge clk, negedge rst_n)
    if (~rst_n)                                                            d3_count <= 32'd0;
    else if (!enable)                                                      d3_count <= 32'd0;
    else if ((d3_count == '1) || d3_count_done || d3_count_done_hold)      d3_count <= d3_count;
    else if ((d3_count == 32'd0) && d2_count_done)                         d3_count <= 32'd1;
    else if ((d3_count != 32'd0) &&   trig_enable  && (!gpio_in_pol_sync)) d3_count <= d3_count + 32'd1;
    else if ((d3_count != 32'd0) && (!trig_enable) &&   gpio_in_pol_sync)  d3_count <= d3_count + 32'd1;
  assign pos_edge_trig_out = (!cfg_trig_out) && (d1_count == 32'd0) &&   gpio_in_pol_sync;
  assign neg_edge_trig_out =   cfg_trig_out  && (d1_count != 32'd0) && (!gpio_in_pol_sync);
  always_ff @(posedge clk, negedge rst_n)
    if (~rst_n)                                                          trig_out <= 1'b0;
    else if (!enable)                                                    trig_out <= 1'b0;
    else if (!trig_out_hold && (pos_edge_trig_out || neg_edge_trig_out)) trig_out <= 1'b1;
    else                                                                 trig_out <= 1'b0;
  always_ff @(posedge clk, negedge rst_n)
    if (~rst_n)        trig_out_hold <= 1'b0;
    else if (!enable)  trig_out_hold <= 1'b0;
    else if (trig_out) trig_out_hold <= 1'b1;
endmodule
module scarf_2_edge_counters
  ( input  logic        clk,
    input  logic        rst_n_sync,
    input  logic  [7:0] data_in,
    input  logic        data_in_valid,
    input  logic        data_in_finished,
    input  logic  [6:0] slave_id,
    input  logic        rnw,
    output logic  [7:0] read_data_out,
    input  logic        gpio_0_in,
    input  logic        gpio_1_in
    );
   parameter SLAVE_ID = 7'd03;
   logic        trig_out_0;
   logic        trig_out_1;
   logic  [3:0] cfg_trig_out;
   logic  [3:0] cfg_in_inv;
   logic  [3:0] enable;
   logic  [3:0] trig_enable;
   logic [31:0] d1_count_0;
   logic [31:0] d2_count_0;
   logic [31:0] d3_count_0;
   logic [31:0] d1_count_1;
   logic [31:0] d2_count_1;
   logic [31:0] d3_count_1;
   scarf_regmap_2_edge_counters 
   # ( .SLAVE_ID( SLAVE_ID ) )
   u_scarf_regmap_4_edge_counters
     ( .clk,                    
       .rst_n_sync,             
       .data_in,                
       .data_in_valid,          
       .data_in_finished,       
       .slave_id,               
       .rnw,                    
       .read_data_out,          
       .cfg_trig_out,           
       .cfg_in_inv,             
       .enable,                 
       .trig_enable,            
       .d1_count_0,             
       .d2_count_0,             
       .d3_count_0,             
       .d1_count_1,             
       .d2_count_1,             
       .d3_count_1              
      );
   edge_counter u_edge_counter_0
     ( .clk,                                    
       .rst_n               (rst_n_sync),       
       .gpio_in             (gpio_0_in),        
       .enable              (enable[0]),        
       .trig_enable         (trig_enable[0]),   
       .trig_in             (trig_out_1),       
       .trig_out            (trig_out_0),       
       .cfg_trig_out        (cfg_trig_out[0]),  
       .cfg_in_inv          (cfg_in_inv[0]),    
       .d1_count            (d1_count_0),       
       .d2_count            (d2_count_0),       
       .d3_count            (d3_count_0)        
       );
   edge_counter u_edge_counter_1
     ( .clk,                                    
       .rst_n               (rst_n_sync),       
       .gpio_in             (gpio_1_in),        
       .enable              (enable[1]),        
       .trig_enable         (trig_enable[1]),   
       .trig_in             (trig_out_0),       
       .trig_out            (trig_out_1),       
       .cfg_trig_out        (cfg_trig_out[1]),  
       .cfg_in_inv          (cfg_in_inv[1]),    
       .d1_count            (d1_count_1),       
       .d2_count            (d2_count_1),       
       .d3_count            (d3_count_1)        
       );
   endmodule
module scarf_regmap_2_edge_counters
  ( input  logic	    clk,
    input  logic	    rst_n_sync,
    input  logic  [7:0] data_in,
    input  logic	    data_in_valid,
    input  logic	    data_in_finished,
    input  logic  [6:0] slave_id,
    input  logic        rnw,
    output logic  [7:0] read_data_out,
    output logic  [3:0] cfg_trig_out,
    output logic  [3:0] cfg_in_inv,
    output logic  [3:0] enable,
    output logic  [3:0] trig_enable,
    input  logic [31:0] d1_count_0,
    input  logic [31:0] d2_count_0,
    input  logic [31:0] d3_count_0,
    input  logic [31:0] d1_count_1,
    input  logic [31:0] d2_count_1,
    input  logic [31:0] d3_count_1
    );
    parameter SLAVE_ID    = 7'h03;
    parameter MAX_ADDRESS = 6'd25;  
    parameter NUM_WRITE_REGS = 2;
    logic [7:0] registers [1:0];
    logic [5:0] address;
    logic       first_byte;
    logic       final_byte;
    logic       valid_slave;
    logic       valid_read;
    logic       valid_write;
    logic       first_byte_slave_id;
    assign valid_slave = (slave_id == SLAVE_ID);
    always_ff @(posedge clk, negedge rst_n_sync)
      if (~rst_n_sync)                       first_byte <= 1'd1;
      else if (data_in_finished)             first_byte <= 1'd1;
      else if (data_in_valid && valid_slave) first_byte <= 1'd0;
    always_ff @(posedge clk, negedge rst_n_sync)
        if (~rst_n_sync)                                                  address <= 'd0;
        else if (data_in_finished)                                        address <= 'd0;
        else if (valid_slave && data_in_valid && first_byte)              address <= data_in[5:0];
        else if (valid_slave && data_in_valid && (address < MAX_ADDRESS)) address <= address + 1'b1;
    always_ff @(posedge clk, negedge rst_n_sync)
        if (~rst_n_sync)                                                                    final_byte <= 1'b0;
        else if (data_in_finished)                                                          final_byte <= 1'b0;
        else if (valid_slave && data_in_valid && (!first_byte) && (address == MAX_ADDRESS)) final_byte <= 1'b1;
    assign valid_read = valid_slave && rnw && (!first_byte) && (!final_byte);
    assign first_byte_slave_id = valid_slave && rnw && first_byte;
    always_comb
      if (first_byte_slave_id)                   read_data_out[7:0] = {1'b0,SLAVE_ID};
      else if (valid_read && (address == 6'd0))  read_data_out[7:0] = registers[0][7:0];
      else if (valid_read && (address == 6'd1))  read_data_out[7:0] = registers[1][7:0];
      else if (valid_read && (address == 6'd2))  read_data_out[7:0] = d1_count_0[7:0];
      else if (valid_read && (address == 6'd3))  read_data_out[7:0] = d1_count_0[15:8];
      else if (valid_read && (address == 6'd4))  read_data_out[7:0] = d1_count_0[23:16];
      else if (valid_read && (address == 6'd5))  read_data_out[7:0] = d1_count_0[31:24];
      else if (valid_read && (address == 6'd6))  read_data_out[7:0] = d2_count_0[7:0];
      else if (valid_read && (address == 6'd7))  read_data_out[7:0] = d2_count_0[15:8];
      else if (valid_read && (address == 6'd8))  read_data_out[7:0] = d2_count_0[23:16];
      else if (valid_read && (address == 6'd9))  read_data_out[7:0] = d2_count_0[31:24];
      else if (valid_read && (address == 6'd10)) read_data_out[7:0] = d3_count_0[7:0];
      else if (valid_read && (address == 6'd11)) read_data_out[7:0] = d3_count_0[15:8];
      else if (valid_read && (address == 6'd12)) read_data_out[7:0] = d3_count_0[23:16];
      else if (valid_read && (address == 6'd13)) read_data_out[7:0] = d3_count_0[31:24];
      else if (valid_read && (address == 6'd14)) read_data_out[7:0] = d1_count_1[7:0];
      else if (valid_read && (address == 6'd15)) read_data_out[7:0] = d1_count_1[15:8];
      else if (valid_read && (address == 6'd16)) read_data_out[7:0] = d1_count_1[23:16];
      else if (valid_read && (address == 6'd17)) read_data_out[7:0] = d1_count_1[31:24];
      else if (valid_read && (address == 6'd18)) read_data_out[7:0] = d2_count_1[7:0];
      else if (valid_read && (address == 6'd19)) read_data_out[7:0] = d2_count_1[15:8];
      else if (valid_read && (address == 6'd20)) read_data_out[7:0] = d2_count_1[23:16];
      else if (valid_read && (address == 6'd21)) read_data_out[7:0] = d2_count_1[31:24];
      else if (valid_read && (address == 6'd22)) read_data_out[7:0] = d3_count_1[7:0];
      else if (valid_read && (address == 6'd23)) read_data_out[7:0] = d3_count_1[15:8];
      else if (valid_read && (address == 6'd24)) read_data_out[7:0] = d3_count_1[23:16];
      else if (valid_read && (address == 6'd25)) read_data_out[7:0] = d3_count_1[31:24];
      else                                       read_data_out[7:0] = 8'd0;
    assign valid_write = valid_slave && (!rnw) && data_in_valid && (!first_byte) && (!final_byte);
    integer i;
    always_ff @(posedge clk, negedge rst_n_sync)
      if (~rst_n_sync) for (i=0; i<NUM_WRITE_REGS; i=i+1) registers[i]       <= 8'h00;
      else if (valid_write && (address < 6'd2))           registers[address] <= data_in;
    always_comb begin
      enable       = registers[0][3:0];
      trig_enable  = registers[0][7:4];
      cfg_in_inv   = registers[1][3:0];
      cfg_trig_out = registers[1][7:4];
    end
endmodule
module synchronizer(
    input  logic clk,
    input  logic rst_n,
    input  logic data_in,
    output logic data_out
    );
    logic ff_1;
  always_ff @(posedge clk, negedge rst_n)
    if (~rst_n) ff_1 <= 1'b0;
    else        ff_1 <= data_in;
  always_ff @(posedge clk, negedge rst_n)
    if (~rst_n) data_out <= 1'b0;
    else        data_out <= ff_1;
endmodule
==> flow_summary.ini <==
; yosys + openroad results
[outcome]
status = complete, no violations

[sta]
finalClockSkew_ns = 0.01115
hold_violations = 0
slew_headroom_pct = 42.99
setup_violations = 0
grt_setup_unrepaired = false
fmax_ghz = 0.1323
finalCritPeriodShare_pct = 87.87
min_period_ns = 7.557
timing_max_transition_violations_final = 0
tightest_slew_ns = 0.8534
fin_setup_tns_ns = 0

[synth]
aoi_share_pct = 24.04
yosys_cells = 1919
yosysSeqAreaShare_pct = 38.02
logic_family = simple AND/OR/NAND/NOR gates
simple_gate_share_pct = 29.88
syn-mean-instance-area_um2 = 7.889
synth_cell_types = 84
edf_count = 0
ys_sh_xor_pct = 1.446
yosysWarnings = 4
yosys-stat-area_um2 = 15140
synth_area_um2 = 15140
ys.flops = 230
post_synth_mux_area_share_pct = 1.240
ff_type = dfrtp_1
synthAdderAreaFrac_pct = 1.405
synthCells = 1919
async_flop_share_pct = 100.0

[cts]
htreeDepth = 1
cts_resized = 0
clock_latency_ns = 0.56
cts_tree = done
clk_pin_slew_ns = 0.05
cts_buffers = 29
cts_setup_buffers = 0
cts_buffer_depth = 3
cts_root_buffer = clkbuf_16
cts_hold_buf = 0
clkSinkCount = 230

[floorplanning]
die_w_um = 196.5
fp_util_pct = 40.96
die_y_um = 196.5
rows = 70
chipArea_um2 = 38630
io_pins = 30
core-area_um2 = 36960

[placement]
dpl.cell_count = 2371
dp_hpwl_um = 37900
numPortBuffers = 29
place_congestion = 1.015

[hold_path]
holdPathStages = 0
min_to = u_edge_counter_0.u_synchronizer_gpio_in.data_out
hold_path.class = flip-flop to flip-flop
min-delay-start = u_edge_counter_0.u_synchronizer_gpio_in.ff_1

[worst_setup_path]
worstSetupPathType = primary input to output port
r2r_cells = 12
critPathLaunchType = primary input
ff2ff_setup_slack_ns = 4.93
arrival_ns = 5.84
worstSetupStartpoint = slave_id[2]
endpoint_kind = output port
rr_endpoint = u_edge_counter_1.d3_count[16]
rr_startpoint = u_edge_counter_1.d3_count[0]
cp.required_ns = 6.88
cp_max_fo = 14

[finish]
layout-drive-gt1-share_pct = 6.563
fin_cells = 2424
areaGrowthSynthToFinish_pct = 11.10
final_core_util_pct = 45.51
n_fill_cell = 3624

[global_routing]
grt_pass1_vias = 14291
grt_max_degree = 120
grtUsageTotal_pct = 28.69
antenna_found_initial = 1
overflow = 0
grt_first_pass_wirelength_um = 84290

[detailed_routing]
route.detailed.drc = 0
drt-initial-drc-count = 1485
wl_met1_um = 24940
antennaDiodeCount = 0
wl_met2_um = 22110
wl_per_cell_um = 21.80
wl_um = 52840
ant_nets = 0
dr.max_layer_used = met5
firstDrtPassIters = 9
viasPerCell = 6.309
vias = 15294
route.met3.wl_um = 4367

[pwr]
power.total_mw = 2.863
p_per_area_nw_per_um2 = 170.2
ir_drop_uv = 159.4
p_leak_nw = 6.604

[job]
tool_warnings = 37
maxCapViolCount = 0
[report_power, final]
part,switching [mW],leakage [nW],internal [mW]
logic,0.290,3.02,0.161
registers,0.0781,3.12,1.13
clock network,0.474,0.462,0.728
total,0.843,6.60,2.02
[critical path, stage by stage]
cell,delay (ns)
clkdlybuf4s50_1,0.42
or4_1,0.81
nor3_4,0.58
and3_1,0.37
nand2_1,0.08
a31oi_1,0.23
o21bai_1,0.16
a2111oi_2,0.52
o221ai_1,0.19
a32oi_1,0.22
clkdlybuf4s50_1,0.50
[cell families (layout without fill, tap and decap cells)]
| kind of cell | after synthesis | count (layout) |
|---|---|---|
| DFF | 230 | 230 |
| xor gates and xnor gates | 25 | 25 |
| and+or+nand+nor | 877 | 877 |
| adders and majority gates | 17 | 17 |
| muxes | 17 | 17 |
| AOI/OAI and AO/OA | 602 | 602 |
| buffers and inverters | 151 | 152 |
[how the worst max path moves through the flow]
stage | end | depth (start not counted) | slack (ns)
finish | read_data_out[0] | 11 | 1.04
CTS | read_data_out[0] | 11 | 1.04
global route | read_data_out[5] | 11 | 0.71
[area by class of cell]
class	instances	area, um2	share of cell area, %
tap	504	630.6	3.749
inverter	37	138.9	0.8257
timing repair buffer	62	555.5	3.303
sequential	230	5757	34.23
clock inverter	10	105.1	0.6249
multi-input combinational	1538	8795	52.29
clock buffer	43	838.3	4.984
[state kept, by name (all words and copies together), names as in the netlist, 6 cells and up]
register / flops
u_edge_counter_0.d3_count: 32
u_scarf_regmap_4_edge_counters.address: 6
u_edge_counter_1.d3_count: 32
u_edge_counter_0.d1_count: 32
u_edge_counter_1.d1_count: 32
u_scarf_regmap_4_edge_counters.registers: 16
u_edge_counter_1.d2_count: 32
u_edge_counter_0.d2_count: 32
[layout by cell type, fill, tap and decap left out, types with 10 or more instances in the layout]
cell type          n
o21ai_0          296
dfrtp_1          229
nand2_1          208
nor2_1           193
nand3_1          104
a21oi_1           87
nand4_1           78
and3_1            78
nor3_1            43
nor4_1            43
a31oi_1           40
o31ai_1           37
inv_1             35
buf_4             32
clkbuf_16         29
clkdlybuf4s50_1   28
and2_1            24
xor2_1            19
and4_1            17
ha_1              17
o221ai_1          16
nand2b_1          13
mux2_2            12
nor2b_1           11
a221oi_1          11
o41ai_1           11
or3_1             10
o211ai_1          10
[stage by stage]
| step | hold slack, ns | cell area [um2] | setup WS, ns |
|---|---|---|---|
| 2_1_floorplan | 0.3312 | 15140 | 3.056 |
| 3_3_place_gp | 0.3334 | 15880 | 1.168 |
| 3_5_place_dp | 0.3364 | 15880 | 1.052 |
| 4_1_cts | 0.3462 | 16820 | 1.044 |
| 5_1_grt | 0.3489 | 16820 | 0.7105 |
| 6_report | 0.3422 | 16820 | 1.043 |
[metal layers]
metal | global-route usage [%] | up-vias
met3 | 6.496 | 87
li1 | - | 7204
met5 | 0 | -
met1 | 46.29 | 7399
met2 | 39.74 | 602
met4 | 6.944 | 2
[cells in the mapped netlist, drive strengths merged, types with 5 or more instances]
library cell	n	area, um2
a211oi	10	80.07
a21o	5	37.54
a21oi	87	435.4
a221oi	11	96.34
a22oi	9	67.56
a31oi	42	275.3
a32o	6	60.06
and2	24	150.1
and3	78	488.0
and4	17	148.9
buf	24	122.6
clkbuf	90	337.8
dfrtp	229	5731
ha	17	212.7
inv	36	135.1
mux2	14	157.7
nand2	209	787.0
nand2b	13	81.33
nand3	104	520.5
nand3b	5	37.54
nand4	78	488.0
nor2	197	749.5
nor2b	11	68.82
nor3	44	231.5
nor4	51	412.9
nor4b	8	76.32
o2111ai	5	43.79
o211ai	10	75.07
o21ai	302	1511
o221ai	16	140.1
o22ai	9	56.30
o31ai	37	277.8
o41ai	12	105.1
or2	7	43.79
or3	10	62.56
or4	8	60.06
xnor2	6	52.55
xor2	19	166.4
No activity file was given, so power comes from the tool's default toggle rates.
